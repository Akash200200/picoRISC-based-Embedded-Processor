**design.v**
```verilog
module alu #(parameter n =8) (input logic [n-1:0] a, b, 
								input logic [2:0] func, 
								output logic [3:0] flags,
								output logic [n-1:0] out); 
logic[n-1:0] ar,b1;    
logic [(2*n)-1:0] temp_product;     
always_comb
begin
   if(func == 3'b011)
		b1 = ~b + 1'b1;  
   else
		b1 = b;
ar = a+b1;
end
always_comb
begin
	flags = 4'b0000;
	out = 0;  
	temp_product = '0;
	case(func)
	3'b000: out = a;
	3'b001: out = b;
	3'b101 : flags = 4'b0000;
	3'b010: 
		begin
			out = ar;  
			flags[3] = a[7] & b[7] & ~out[7] | ~a[7] & ~b[7] & out[7];  
			flags[0] = a[7] & b[7]  |  a[7] & ~out[7] | b[7] & ~out[7];  
		end
	3'b011:
		begin
			out = ar;  
			flags[3] = ~a[7] & b[7] & ~out[7] |  a[7] & ~b[7] & out[7];  
			flags[0] = a[7] & ~b[7] |  a[7] & out[7] | ~b[7] & out[7];  
		end
	3'b100:
		begin
			temp_product = a * b1;
			out = temp_product [7:0];  
			flags[3] = (~a[7] & ~b[7] & out[7]) | (~a[7] & b[7] & ~out[7]) | 
						(a[7] & ~b[7] & ~out[7]) | (a[7] & b[7] & out[7]);
		end
	default: ;
	endcase
	flags[1] = out == {n{1'b0}};  
	flags[2] = out[n-1];  
end
endmodule
```
**run.sh**
```bash
#!/bin/bash
# OpenROAD 26Q1-2900-gdf79404cd8, Yosys 0.63+post, stock flow scripts
make -C /OpenROAD-flow-scripts/flow DESIGN_CONFIG=/design/flow/config.mk WORK_HOME=/design/flow/orfs finish
```
**config.mk**
```make
export PLATFORM = sky130hd
export DESIGN_NAME = alu
export DESIGN_NICKNAME = alu
export VERILOG_FILES = /design/flow/design.v
export SDC_FILE = /design/flow/constraint.sdc
export NUM_CORES = 4
export LEC_CHECK = 1
export CORE_UTILIZATION = 40
export SYNTH_HDL_FRONTEND = slang
```
**constraint.sdc**
```tcl
current_design alu

set clk_period 6.6
set clk_io_pct 0.2

create_clock -name clk0 -period $clk_period

set non_clock_inputs [all_inputs -no_clocks]
set_input_delay [expr $clk_period * $clk_io_pct] -clock clk0 $non_clock_inputs
set_output_delay [expr $clk_period * $clk_io_pct] -clock clk0 [all_outputs]
```
==> out/metrics.cfg <==
[status]
status=complete, but fails checks
violations=setup timing

[power_and_ir_drop]
combPwrFrac_pct=100.0
internal-power_uw=260.3
ir_worst_vdd_v=0.0001392
leakagePower_nw=1.340
seqPwrFrac_pct=0
switching_share_pct=42.46
power_uw=452.5
p_per_area_nw_per_um2=162.4
power_frac_clock_pct=0
power.switching_uw=192.1

[final_timing]
setup_viol=5
rsz0062_at_grt=true
clock.fmax_mhz=137.1
relSlewSlack_pct=75.07
finalCriticalPeriod_ps=7296
fin_ws_ps=-696.4
finalHoldViolCount=0
final_max_slew_viol_count=0
fin_setup_tns_ps=-2828
worst_pin_slew_ps=372.8
finalClockPeriodUsage_pct=110.6

[route]
vias_per_cell=5.071
drc_errors=0
ant_nets=0
wl_mm=5.157
drt_pass1_iterations=4
diodes=0
wire_per_inst_um=14.09
drt-initial-drc-count=62
via_count=1856

[floorplan]
rows=24
pin_count=31
core_util_floorplan_pct=41.61
die_area_um2=4770
core_area_um2=4324
die-width_um=69.07
chipHeight_um=69.07

[place]
gp_congestion=0.9339
dp.cells=356
dpl.hpwl_mm=4.322
portBuffers=31
post_dp_cell_area_um2=2575
pre_cts_ws_ps=-1586

[job]
drv_cap=0
openroad.warnings=35

[final_layout]
ff_count=0
syn2layout_area_growth_pct=54.87
num-fill-cells=352
fin_cells=366
n_clock_buffer=0
logic_area_um2=1846
final_cell_area_um2=2786
regArea_um2=0
drive_gt1_share_pct=38.85

[global_routing]
grt-ovfl-total=0
grt_use_total_pct=23.58
grt_pass1_wl_mm=8.894
grt_pass1_vias=1848
grt_max_degree=18
antenna_found_initial=0

[min_path]
hold_class=input port to output pin

[setup_path]
critPathMaxStageDelay_ps=490
cpMostUsedCell=inv_2
worstSetupPathType=input port to output pin
slowest_stage=fa_1
worstPathRequired_ps=5280
worstPathArrival_ps=5980
cp_num_buf_inv=7
crit_chain=buf_8, inv_6, ha_4, and4bb_2, xor2_4, ha_2, inv_2, fa_2, inv_2, fa_1, ha_1, inv_2, fa_1, inv_2, ha_4, a21o_1, a21oi_4, xnor3_1, xnor3_1, a32o_2, nor4bb_2, buf_2
startpoint_type=input port
crit_fanout=5
cp_top_family=adder cells
worst_setup_path_end_kind=output pin

[synth]
ys.warnings.count=0
netlist_area_um2=1799
yosysUniqueCellTypes=46
ys_cells=235
syn_inst=235
syn_area_per_cell_um2=7.656
ys_area_um2=1799
synth_seq_share_pct=0

[clock_tree]
cts_hold_buf=0

[power groups by stage]
stage | Combinational (mW) | Sequential (mW) | Clock, mW
6_report | 0.452 | 0 | 0
4_1_cts | 0.422 | 0 | 0
5_1_grt | 0.498 | 0 | 0
[cells in the mapped netlist, types with 4 or more instances]
master / instances / area [um2]
a21oi_1: 13 / 65.06
nor2b_1: 10 / 62.56
nor3_1: 4 / 20.02
o21ai_0: 13 / 65.06
ha_1: 24 / 300.3
nor2_1: 9 / 33.78
and2_1: 10 / 62.56
xor2_1: 6 / 52.55
fa_1: 13 / 260.3
nand2_1: 23 / 86.33
xnor2_1: 10 / 87.58
inv_1: 37 / 138.9
mux2i_1: 9 / 90.09
[layout make-up]
| class | count | share of cell area, % |
|---|---|---|
| Timing Repair Buffer | 87 | 26.18 |
| Inverter | 37 | 5.254 |
| Tap cell | 52 | 2.335 |
| Multi-Input combinational cell | 190 | 66.23 |
[worst min-delay path, stage by stage]
cell      delay [ps]
clkbuf_2         120
buf_4            210
o21ai_2           70
buf_2            110
[routing by layer]
metal,vias to the layer above,part of all wire [%],track usage (%),routed length [um]
li1,957,-,-,-
met1,852,49,37.72,2509
met2,43,45,37.22,2335
met3,4,5.0,1.484,259
met4,0,1.0,2.041,53
met5,-,0,0,0
[through the flow]
step	utilization, %	hold WS (ps)
5_1_grt	64.44	3186
3_5_place_dp	59.55	3706
6_report	64.44	3147
2_1_floorplan	-	2712
4_1_cts	62.99	3289
3_3_place_gp	59.55	3704
[repair_timing]
action | CTS | global route
setup endpoints to repair | 7 | 7
gates resized | 72 | 25
setup buffers | 7 | 6
gates cloned | 0 | 0
pin swaps | 30 | 23
[worst paths after layout]
path | cells after the start | slack (ps) | to | from
min | 4 | 3150 | out[5] | func[1]
max | 22 | -700 | flags[1] | b[0]
[logic make-up after synthesis]
kind of cell	Yosys count	synth area share [%]
AND-OR/OR-AND	49	17.46
multiplexers	9	5.007
XOR/XNOR	20	12.86
adder cells (fa/ha/maj)	37	31.15
AND/OR/NAND/NOR	75	23.37
buffers and inverters	45	10.15
[layout by cell type, fill, tap and decap left out, types with 3 or more instances in the layout]
master,synthesis,routed
ha_4,0,5
nand2_1,23,16
o21ai_0,13,9
and2_1,10,10
mux2i_1,9,9
o22ai_1,3,3
nor2b_1,10,10
nor2_1,9,9
clkbuf_2,0,4
inv_2,0,11
nand2_2,0,5
a21o_1,3,3
inv_1,37,24
xor2_1,6,3
clkdlybuf4s50_1,0,17
nor3_1,4,3
nand3_1,3,3
buf_2,2,5
a21oi_1,13,11
ha_1,24,17
xnor3_1,3,3
fa_1,13,9
buf_4,1,49
buf_6,1,7
xnor2_1,10,8
a21boi_0,3,3
fa_2,0,4
