==> /design/flow/config.mk <==
export PLATFORM = sky130hd
export DESIGN_NAME = pc
export DESIGN_NICKNAME = pc
export VERILOG_FILES = /design/flow/design.v
export SDC_FILE = /design/flow/constraint.sdc
export NUM_CORES = 4
export LEC_CHECK = 1
export CORE_AREA = 10 10 74 74
export DIE_AREA = 0 0 84 84
export SYNTH_HDL_FRONTEND = slang
==> /design/flow/constraint.sdc <==
current_design pc

set clk_period 4.1
set clk_io_pct 0.2

create_clock -name clk0 -period $clk_period [get_ports {clock}]

set non_clock_inputs [all_inputs -no_clocks]
set_input_delay [expr $clk_period * $clk_io_pct] -clock clk0 $non_clock_inputs
set_output_delay [expr $clk_period * $clk_io_pct] -clock clk0 [all_outputs]
==> /design/flow/design.v <==
module pc #(parameter p = 6) (input logic clock, reset,
				input logic pc_inc, pc_relbranch, pc_absbranch,
				input logic [p-1:0] branchaddr,
				output logic [p-1:0] pc_out);
logic [p-1:0] temp_branch;
logic [p-1:0] pc_out_next;
always_comb
begin
pc_out_next = '0;
if (pc_inc)
	temp_branch = {{(p-1) {1'b0}}, 1'b1};  
else 
	temp_branch = branchaddr;
if (pc_inc | pc_relbranch)
		pc_out_next = pc_out + temp_branch;
else if (pc_absbranch)
		pc_out_next = branchaddr;	
end
always_ff @(posedge clock, negedge reset)
begin
	if (!reset)
		pc_out <= {(p){1'b0}};
	else 	
		pc_out <= pc_out_next;
end
endmodule
==> /design/flow/run.sh <==
#!/bin/bash
# OpenROAD 26Q1-2900-gdf79404cd8, Yosys 0.63+post, stock flow scripts
make -C /OpenROAD-flow-scripts/flow DESIGN_CONFIG=/design/flow/config.mk WORK_HOME=/design/flow/orfs finish
==> impl_metrics.json <==
{
  "status": "completed",
  "rows": 23,
  "synth_area_um2": 460,
  "end_kind": "register",
  "top_cell": "dfrtp_1",
  "crit_top_cell": "o21a_1",
  "yosysCellCount": 51,
  "fin_area_um2": 721,
  "rsz0062_at_grt": "no",
  "crit_chain": "clkdlybuf4s50_1, or2_2, ha_1, inv_1, fa_1, nor2b_1, o21a_1, o21a_1, o31ai_1",
  "warning_count": 25,
  "hold_violations": 0,
  "setup_viol": 0,
  "chip_area_mm2": 0.00706,
  "setup_tns_ns": 0,
  "synth_chip_area_um2": 460,
  "io_buffers": 16,
  "total_power_uw": 380,
  "holdWs_ns": 0.648,
  "peakVddDrop_uv": 265,
  "yosys_warnings": 0,
  "critPathMaxStageDelay_ns": 0.52,
  "hold_class": "register to register",
  "top_cell_area_share_pct": 32.6,
  "postCtsSetupRepairBufs": 0,
  "insertion_delay_ns": 0.22,
  "root_buffer": "clkbuf_8",
  "fillerInstances": 444,
  "antenna_found_initial": 0,
  "critPathLaunch": "pc_inc",
  "drtIter0Drc": 13,
  "cp_slowest_cell": "clkdlybuf4s50_1",
  "r2r-end": "pc_out[4]",
  "cts_hold_buf": 0,
  "drt-met1-wl_um": 707,
  "drive_above_1_share_pct": 5.80,
  "insertedDiodeCount": 0,
  "grt_max_degree": 9,
  "regMostFlops": "pc_out",
  "r2r_cells": 7,
  "fin_crit_ns": 2.65,
  "syn_area_per_cell_um2": 9.03,
  "chipHeight_um": 84,
  "postSynthSeqShare_pct": 32.6,
  "first_global_vias": 459,
  "reg_top3": "pc_out x6",
  "vias_per_cell": 3.67,
  "largest_area_cell": "dfrtp_1",
  "tightest_slew_ns": 0.332,
  "yosys.cell_types.count": 25,
  "edf_count": 0,
  "cp.arrival_ns": 2.77,
  "cts_tree": "done",
  "dr_total_vias": 437,
  "regArea_um2": 150,
  "syn_inst": 51,
  "placement.setup.worst_slack_ns": 1.23,
  "crit_type": "primary input to register",
  "cts_max_path_buffers": 2,
  "cts_buffers": 3,
  "setup_slack_ns": 1.45,
  "async_flop_share_pct": 100,
  "pin_count": 17,
  "dpl.cell_count": 116,
  "routed_wl_um": 1290,
  "grt_usage_pct": 3.89,
  "grt_overflow": 0,
  "top_cells_by_area": "dfrtp_1 (33%), ha_1 (14%), a21oi_1 (5.4%), fa_1 (4.3%), nand3_1 (4.3%)",
  "fp_util_pct": 11.6,
  "fmax_mhz": 377,
  "crit_path_end": "pc_out[4]",
  "max_slew_margin_pct": 77.8,
  "leakage_nw": 0.298,
  "clk_pin_slew_ns": 0.04,
  "drv_slew": 0,
  "postPlaceCellArea_um2": 679,
  "yosys-top-cells-count": "dfrtp_1 (6), a21oi_1 (5), ha_1 (5)",
  "period_used_pct": 64.6,
  "startpoint_type": "primary input",
  "clock_sinks": 6,
  "layout-area-overhead-vs-synth_pct": 56.5,
  "layout.area.comb_um2": 295,
  "numSynthFlops": 6,
  "path_max_fanout": 8,
  "antenna_left": 0,
  "fin_cells": 119,
  "grt_pass1_wl_um": 2210,
  "clock_skew_ns": 0.000397,
  "r2r-start": "pc_out[0]",
  "dieWidth_um": 84,
  "highest_layer": "met3",
  "coreArea_mm2": 0.00397,
  "gp_congestion": 0.764,
  "wire_per_inst_um": 10.8,
  "flop_cell": "dfrtp_1",
  "final_util_pct": 18.1,
  "drt-pass1-iter-count": 4,
  "htreeDepth": 1,
  "power_density_mw_per_mm2": 527,
  "max_cap_viol_count": 0,
  "drc": 0,
  "critPathRequiredTime_ns": 4.22,
  "wl_met2_um": 503,
  "r2r_slack_ns": 2.51,
  "wl_met3_um": 76,
  "largest_reg_flops": 6,
  "cts_resized": 0
}
## metal layers
layer / up-vias / global-route usage, %
li1: 218 / -
met1: 202 / 5.44
met2: 17 / 5.64
met3: 0 / 1.77
met4: 0 / 0
met5: - / 0
## final cells by class
cell class,instances,area share (%)
repair buffers,16,22.2
well taps,50,8.68
multi-input cells,41,41.0
clock buffers,3,5.73
inverters,3,1.56
flip-flops and latches,6,20.8
## logic make-up (layout without fill, tap and decap cells)
logic type / Yosys count / count (layout) / synth area share (%)
AND-OR/OR-AND: 14 / 14 / 18.5
XOR/XNOR: 3 / 3 / 5.71
adder cells (fa/ha/maj): 6 / 6 / 17.9
buffers and inverters: 4 / 22 / 3.26
flip-flops: 6 / 6 / 32.6
AND/OR/NAND/NOR: 18 / 18 / 22.0
## worst max-delay path: cells and delay by family
family / cells / cell delay (ns)
AND-OR/OR-AND: 3 / 0.56
buffers and inverters: 2 / 0.59
adder cells (fa/ha/maj): 2 / 0.40
AND/OR/NAND/NOR: 2 / 0.41
## cell usage in the layout, fill, tap and decap left out, drive strengths merged
cell,count
clkdlybuf4s50,16
dfrtp,6
a21oi,5
ha,5
nand3,4
inv,3
clkbuf,3
o21ai,3
nand2b,2
nor2b,2
and2b,2
o21a,2
xor2,2
nand2,2
nand4,2
or2,2
nor2,1
nor3,1
o31ai,1
a21o,1
xnor2,1
a31o,1
a31oi,1
fa,1
## report_power, final
part / internal (mW) / total [mW] / switching, mW
clock network: 0.0630 / 0.0870 / 0.0240
registers: 0.0874 / 0.105 / 0.0175
logic: 0.112 / 0.188 / 0.0756
total: 0.263 / 0.380 / 0.117
## worst min-delay path by stage
stage / startpoint / end / cells past startpoint
5_1_grt: pc_out[0] / pc_out[0] / 3
6_report: pc_out[0] / pc_out[0] / 3
4_1_cts: pc_out[0] / pc_out[0] / 3
