### ./config.mk
export PLATFORM = sky130hd
export DESIGN_NAME = regs
export DESIGN_NICKNAME = regs
export VERILOG_FILES = /design/flow/design.v
export SDC_FILE = /design/flow/constraint.sdc
export NUM_CORES = 4
export LEC_CHECK = 1
export CORE_UTILIZATION = 40
export SYNTH_HDL_FRONTEND = slang
### ./constraint.sdc
current_design regs

set clk_period 6.4
set clk_io_pct 0.2

create_clock -name clk0 -period $clk_period [get_ports {clock}]

set non_clock_inputs [all_inputs -no_clocks]
set_input_delay [expr $clk_period * $clk_io_pct] -clock clk0 $non_clock_inputs
set_output_delay [expr $clk_period * $clk_io_pct] -clock clk0 [all_outputs]
### ./design.v
module regs #(parameter n = 8) (input logic clock, w_en, reset,
				input logic [n-1:0] w_data,
				input logic [4:0] r_addr1, r_addr2,
				output logic [n-1:0] reg_data1, reg_data2);
logic [n-1:0] gpr [31:0];
logic [n-1:0] next_gpr [31:0];
always_ff @ (posedge clock, negedge reset)   
begin
	if (!reset)
		gpr <= '{32{'0}};
	else
		gpr <= next_gpr;
end
always_comb
begin
	next_gpr = gpr;
	if (r_addr1 == 5'b0)
		reg_data1 = {n{1'b0}};
	else 
		reg_data1 = gpr [r_addr1];
	if (r_addr2 == 5'b0)
		reg_data2 = {n{1'b0}};
	else 
		reg_data2 = gpr[r_addr2];
	if (w_en)
		next_gpr[r_addr2] = w_data;
end
endmodule
### ./run.sh
#!/bin/bash
# OpenROAD 26Q1-2900-gdf79404cd8, Yosys 0.63+post, stock flow scripts
make -C /OpenROAD-flow-scripts/flow DESIGN_CONFIG=/design/flow/config.mk WORK_HOME=/design/flow/orfs finish
==> notes.md <==
Flow results are below.

- The flow ran to the end, and the final reports show no timing, DRC or antenna violations.
- The region available for standard cell placement spans 0.0345 mm².
- The number of routed nets with antenna violations is 0, for reference.
- The cell sequence reported for the critical path is clkdlybuf4s50_1 -> nor3b_2 -> a22o_1 -> a221oi_1 -> a31oi_1 -> clkdlybuf4s50_1.
- In the hold timing report, the worst path depth is 1.
- TritonCTS built the clock tree.
- The tally of buffers added on design ports is 36, for reference.
- The worst min-delay path class is flip-flop to flip-flop, for reference.
- The launch point of the worst register-to-register path is recorded as gpr[26].
- Per the post-place timing report, worst setup slack is 1130 ps.
- Excluding fillers, the count of instances in the completed layout stands at 1,410.
- The largest registers in the layout are gpr: 256 flops.
- The initial antenna violation count came to 0.
- The number of warning messages in the yosys log is 0, for reference.
- The register ranked first by flip-flop count is gpr, for reference.
- The DRC violation total after the first TritonRoute iteration is around 500, for reference.
- The peak clock frequency supported by timing is around 190 MHz, for reference.
- The CTS report gives the tree buffer count as 30.
- The sum of internal, switching and leakage power is 4840 µW, for reference.
- The proportion of synthesized chip area in sequential cells is 0.457, for reference.
- At the pin with the least slew margin, the transition time is 919 ps.
- The floorplan-stage core utilization is 0.406, for reference.
- Counting the fill cells in the layout gives 3,121.
- The maximum number of pins on one net before global-route repair is 96, for reference.
- The critical path data required time is between 5000 and 6000 ps, for reference.
- The sequential cell fraction of total power is 0.445, for reference.
- The register-to-register setup slack is 5600 ps, for reference.
- The most frequent cell on the critical path is sky130_fd_sc_hd__clkdlybuf4s50_1, for reference.
- For reference, the final report shows the hold violation count at 0.
- The main area contributors are sky130_fd_sc_hd__dfrtp_1 46%, sky130_fd_sc_hd__mux2_2 22%, sky130_fd_sc_hd__mux4_2 17%, sky130_fd_sc_hd__mux2i_1 1.6%, sky130_fd_sc_hd__nor2_4 1.2%.
- The worst flop-to-flop path endpoint is gpr[26], for reference.
- The final timing report lists a max-slew violation count of 0.
- The flip-flop count of the largest register, all copies and words added is 256, for reference.
- The synthesized netlist cell count is a little over 900, for reference.
- The clock network latency to the later pin of the worst-skew pair is 560 ps, for reference.
- STA shows the worst reg2reg path with a cell count of 1.
- The total cells reported by yosys after synthesis is 916, for reference.
- The buffer depth of the longest clock path is 3, for reference.
- Per the synthesis report, the AND-OR/OR-AND share of the synthesized area is 0.0470.
- The number of levels the H-tree was split into is 1, for reference.
- The timing report shows that the slowest cell on the worst path is sky130_fd_sc_hd__nor3b_2.
- The peak supply drop is ~0.00022 V, for reference.
- The die is 189 µm wide.
- Across all stage logs, warnings added up to 25.
- The worst setup path is launched from a primary input.
- According to the I/O placement log, the pin count is 37.
- Per STA, the endpoint of the critical path is reg_data2[1].
- The portion of total power attributed to combinational logic is 0.210, for reference.
- The number of hold buffers added after CTS was 0.
- The final timing report lists clock skew as 0 ps.
- Of the available clock period, the critical path in the final layout requires 0.839.
- Setup repair after global routing left no endpoint under its margin.
- The share of cell area taken by muxes after synthesis is 0.422, for reference.
- The worst slew margin relative to its limit is 0.384, for reference.
- The area growth from synthesis to final layout is 11.8%, for reference.
- The power per cell area is 308 mW/mm², for reference.
- The timing report gives the biggest stage delay along the critical path as 810 ps.
- The worst path needs 5370 ps of the cycle, external delays included.
- In the routed layout, each cell is associated on average with a via count of 6.02.
- The total via count in the routed design is about 8,500, for reference.
- For the final routed database, the setup TNS stands at 0 ps.
- The final HPWL from detailed placement is 25,300 µm, for reference.
- The detailed-route wire length is ~38,000 µm, for reference.
- Of the total synthesized cell area, the portion taken by XOR and XNOR cells is 0.
- Tracing the worst setup path back leads to its startpoint at r_addr2[4].
- The tally of max-capacitance violations is 0, for reference.
- The first-pass iteration count of the detailed router is 4, for reference.
- In this run the worst path has a maximum fanout of 15.
- The share of cells above drive strength 1 is 0.527, for reference.
- The area reported by Yosys stat is between 0.01 and 0.015 mm², for reference.
- Of the total power, the clock network draws 0.345.
- The leakage power in the latest report is 0.00651 µW.
- At the worst endpoint, the arrival time is 4090 ps.
- In the synthesized netlist the dominant register cell turns out to be sky130_fd_sc_hd__dfrtp_1.
- The cell accounting for the most synthesized area is sky130_fd_sc_hd__dfrtp_1, for reference.
- The chip occupies 0.0358 mm².
- STA classifies the critical path endpoint as a primary output.
- Once synthesis finished, the tally of register bits stood at roughly 260.
- The final routed wire length divided by cell count is 27.0 µm, for reference.
- Overall routing resource usage recorded by global route was 0.238.
- The number of global-route vias before repair is 8,983, for reference.
- The switching power share of the total is 0.272, for reference.
- The number of enable flip-flop cells is 0, for reference.
- The final estimated routing congestion in global placement is 0.938, for reference.
- The post-synthesis cell type count is around 46, for reference.
- The most numerous cell in the Yosys netlist is sky130_fd_sc_hd__mux2_2, for reference.
- The setup slack of the critical path after layout is between 1000 and 1500 ps, for reference.
- The reported net switching power is 1320 µW, for reference.
- For reference, the top cells by count after synthesis are 273 x sky130_fd_sc_hd__mux2_2, 256 x sky130_fd_sc_hd__dfrtp_1, 106 x sky130_fd_sc_hd__mux4_2, 34 x sky130_fd_sc_hd__clkbuf_1, 22 x sky130_fd_sc_hd__mux2i_1.
- The largest family of logic cells by area is multiplexers, for reference.
- The internal portion of total power is 3520 µW, for reference.
- Antenna repair during routing inserted a diode count of 0.
- The synthesized-area fraction occupied by and/or/nand/nor cells is 0.0433, for reference.
- The setup path with the least slack is of type primary input to primary output.
- The average cell area after synthesis is 15.3 µm², for reference.
- In the synthesized netlist the async set-or-reset flop fraction comes to 1.00.
- The adder and majority cell fraction of the synthesized area is 0, for reference.
- Per the GRT congestion report, total overflow comes to 0.
- Summing every instance area after synthesis gives 0.0140 mm².
- The report lists the number of cells resized after CTS as 0.
- The post-placement cell count is roughly 1,400, for reference.
- Endpoints with negative setup slack in the final report add up to 0.
- For reference, the clock transition at the flip-flops on the worst setup and hold paths is 60 ps.
- Per the repair_timing log after CTS, setup buffers inserted total 0.
- The cell sitting at the root of the clock tree is a sky130_fd_sc_hd__clkbuf_16.
- From bottom edge to top edge, the die measures 189 µm.
- After detailed routing, the number of remaining DRC violations is 0.
- The proportion of netlist area held by the largest area contributor is 0.457, for reference.
- The number of sinks driven by the clock tree is 256, for reference.
- The total number of placement rows is 68, for reference.
- The first global-routing pass estimated 59,400 µm of wire.
-- cell type report --
type                    instances  area, µm²  share of cell area
clock buffers                  42        866              0.0552
clock inverters                13        101             0.00646
well taps                     455        569              0.0363
flip-flops and latches        256       6410               0.408
multi-input cells             583       7190               0.458
repair buffers                 61        561              0.0357
-- placed cells by master (no fill, tap or decap), types with 6 or more instances in the layout --
| cell type | instances |
|---|---|
| sky130_fd_sc_hd__a211oi_1 | 10 |
| sky130_fd_sc_hd__a221oi_1 | 11 |
| sky130_fd_sc_hd__a22o_1 | 8 |
| sky130_fd_sc_hd__a22oi_1 | 16 |
| sky130_fd_sc_hd__a31oi_1 | 10 |
| sky130_fd_sc_hd__buf_4 | 26 |
| sky130_fd_sc_hd__clkbuf_16 | 30 |
| sky130_fd_sc_hd__clkbuf_8 | 7 |
| sky130_fd_sc_hd__clkdlybuf4s50_1 | 30 |
| sky130_fd_sc_hd__clkinv_2 | 11 |
| sky130_fd_sc_hd__dfrtp_1 | 256 |
| sky130_fd_sc_hd__mux2_1 | 7 |
| sky130_fd_sc_hd__mux2_2 | 273 |
| sky130_fd_sc_hd__mux2i_1 | 22 |
| sky130_fd_sc_hd__mux4_2 | 106 |
| sky130_fd_sc_hd__nand2_1 | 6 |
| sky130_fd_sc_hd__nand2_2 | 8 |
| sky130_fd_sc_hd__nor2_1 | 10 |
| sky130_fd_sc_hd__nor2_2 | 9 |
| sky130_fd_sc_hd__nor2_4 | 15 |
| sky130_fd_sc_hd__nor2b_1 | 11 |
| sky130_fd_sc_hd__o21a_1 | 6 |
| sky130_fd_sc_hd__o21ai_0 | 6 |
| sky130_fd_sc_hd__o22ai_1 | 8 |
| sky130_fd_sc_hd__o31ai_1 | 6 |
-- metal layers --
layer | global-route usage | part of all wire | vias to the layer above
met2 | 0.360 | 0.48 | 247
met1 | 0.362 | 0.42 | 4545
met4 | 0.0419 | 0.022 | 0
met5 | 0 | 0 | -
met3 | 0.0702 | 0.086 | 54
li1 | - | - | 3638
-- worst min path at each step --
stage            start        to
CTS           gpr[250]  gpr[250]
global route  gpr[252]  gpr[252]
finish        gpr[252]  gpr[252]
-- worst max-delay path, delay by kind of cell --
kind | cells | cell delay [ps]
AND-OR/OR-AND | 3 | 680
AND/OR/NAND/NOR | 1 | 810
buffers and inverters | 2 | 1310
-- stage by stage --
step / utilization / hold slack (ps) / area [µm²]
final: 0.454 / 510 / 15700
after global routing: 0.454 / 528 / 15700
after CTS: 0.454 / 513 / 15700
after detailed placement: 0.426 / 500 / 14700
after global placement: 0.426 / 487 / 14700
after floorplan: - / 470 / 14000
-- power by group through the flow --
stage,clock network (µW),registers (µW),logic (µW)
finish,1670,2150,1010
global route,1770,2200,1090
CTS,1710,2150,1030
-- cell families after synthesis --
group,Yosys count
compound gates,86
buf+inv,77
mux,414
flops,256
simple gates,83
No activity file was given, so power comes from the tool's default toggle rates.
